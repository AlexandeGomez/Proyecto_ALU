[./constraint.sdc]
current_design top_moduleAlu

set clk_period 8.9
set clk_io_pct 0.2

create_clock -name clk0 -period $clk_period [get_ports {clk_top}]

set non_clock_inputs [all_inputs -no_clocks]
set_input_delay [expr $clk_period * $clk_io_pct] -clock clk0 $non_clock_inputs
set_output_delay [expr $clk_period * $clk_io_pct] -clock clk0 [all_outputs]
[./design.v]
module and_oper #(parameter DATA_WIDTH = 8)(
	input [(DATA_WIDTH-1) : 0] port_A,
	input [(DATA_WIDTH-1) : 0] port_B,
	output [(DATA_WIDTH-1) : 0] result,
	output zero_flag
);
assign result = port_A & port_B;
assign zero_flag = (result==0)? 1'b1 : 1'b0;
endmodule
module controlador#(parameter DATA_WIDTH = 8)(
	input clk,
	input [2:0] opcode,
	input [(DATA_WIDTH) 		: 0] result_sum,
	input [(DATA_WIDTH) 		: 0] result_res,
	input [(DATA_WIDTH*2)-1 : 0] result_pro,
	input [(DATA_WIDTH-1) 	: 0] result_and,
	input [(DATA_WIDTH-1) 	: 0] result_or,
	input [(DATA_WIDTH-1) 	: 0] result_nand,
	input [(DATA_WIDTH-1) 	: 0] result_nor,
	input [(DATA_WIDTH-1) 	: 0] result_xor,
	output reg [(DATA_WIDTH*2)-1 : 0] data
);
parameter SUM=3'b000,RES=3'b001,PRO=3'b010,ANDS=3'b011,ORS=3'b100,NANDS=3'b101,NORS=3'b110,XORS=3'b111;
always@(posedge clk) begin
	case (opcode)
		SUM:
			begin
				data <= {{(DATA_WIDTH-1){result_sum[DATA_WIDTH]}},result_sum};
			end
		RES:
			begin
				data <= {{(DATA_WIDTH-1){result_res[DATA_WIDTH]}},result_res};
			end
		PRO:
			begin
				data <= result_pro;
			end
		ANDS:
			begin
				data <= {{(DATA_WIDTH){1'b0}},result_and};
			end
		ORS:
			begin
				data <= {{(DATA_WIDTH){1'b0}},result_or};
			end
		NANDS:
			begin
				data <= {{(DATA_WIDTH){1'b0}},result_nand};
			end
		NORS:
			begin
				data <= {{(DATA_WIDTH){1'b0}},result_nor};
			end
		XORS:
			begin
				data <= {{(DATA_WIDTH){1'b0}},result_xor};
			end
		default:
			data <= {(DATA_WIDTH*2){1'b0}};
	endcase
end
endmodule
module flags(
	input clk,
	input [2:0] opcode,
	input carry_flag_sum,
	input zero_flag_sum,
	input zero_flag_res,
	input zero_flag_pro,
	input zero_flag_and,
	input zero_flag_or,
	input zero_flag_nand,
	input zero_flag_nor,
	input zero_flag_xor,
	output reg carry_flag,
	output reg zero_flag
);
parameter SUM=3'b000,RES=3'b001,PRO=3'b010,ANDS=3'b011,ORS=3'b100,NANDS=3'b101,NORS=3'b110,XORS=3'b111;
always@(posedge clk) begin
	case(opcode)
		SUM:
			begin
				carry_flag <= carry_flag_sum;
				zero_flag <= zero_flag_sum;
			end
		RES:
			begin
				carry_flag <= 0;
				zero_flag <= zero_flag_res;
			end
		PRO:
			begin
				carry_flag <= 0;
				zero_flag <= zero_flag_pro;
			end
		ANDS:
			begin
				carry_flag <= 0;
				zero_flag <= zero_flag_and;
			end
		ORS:
			begin
				carry_flag <= 0;
				zero_flag <= zero_flag_or;
			end
		NANDS:
			begin
				carry_flag <= 0;
				zero_flag <= zero_flag_nand;
			end
		NORS:
			begin
				carry_flag <= 0;
				zero_flag <= zero_flag_nor;
			end
		XORS:
			begin
				carry_flag <= 0;
				zero_flag <= zero_flag_xor;
			end
		default:
			begin
				carry_flag <= 0;
				zero_flag <= 0;
			end
		endcase
end
endmodule
module nand_oper #(parameter DATA_WIDTH = 8)(
	input [(DATA_WIDTH-1) : 0] port_A,
	input [(DATA_WIDTH-1) : 0] port_B,
	output [(DATA_WIDTH-1) : 0] result,
	output zero_flag
);
assign result = ~(port_A & port_B);
assign zero_flag = (result==0)? 1'b1 : 1'b0;
endmodule
module nor_oper #(parameter DATA_WIDTH = 8)(
	input [(DATA_WIDTH-1) : 0] port_A,
	input [(DATA_WIDTH-1) : 0] port_B,
	output [(DATA_WIDTH-1) : 0] result,
	output zero_flag
);
assign result = ~(port_A | port_B);
assign zero_flag = (result==0)? 1'b1 : 1'b0;
endmodule
module or_oper #(parameter DATA_WIDTH = 8)(
	input [(DATA_WIDTH-1) : 0] port_A,
	input [(DATA_WIDTH-1) : 0] port_B,
	output [(DATA_WIDTH-1) : 0] result,
	output zero_flag
);
assign result = port_A | port_B;
assign zero_flag = (result==0)? 1'b1 : 1'b0;
endmodule
module prod #(parameter DATA_WIDTH = 8)(
	input signed [(DATA_WIDTH-1) : 0] port_A,
	input signed [(DATA_WIDTH-1) : 0] port_B,
	output signed [(DATA_WIDTH*2)-1 : 0] result,
	output zero_flag
);
assign result = port_A * port_B;
assign zero_flag = (result==0)? 1'b1 : 1'b0;
endmodule
module rest #(parameter DATA_WIDTH = 8)(
	input signed [(DATA_WIDTH-1) : 0] port_A,
	input signed [(DATA_WIDTH-1) : 0] port_B,
	output signed [(DATA_WIDTH) : 0] result,
	output zero_flag
);
assign result = port_A - port_B; 
assign zero_flag = (result==0)? 1'b1 : 1'b0;
endmodule 
module sum #(parameter DATA_WIDTH = 8)(
	input signed [(DATA_WIDTH-1) : 0] port_A,
	input signed [(DATA_WIDTH-1) : 0] port_B,
	output signed [(DATA_WIDTH) : 0] result,
	output carry_flag,
	output zero_flag
);
assign result = port_A + port_B;
assign carry_flag = (port_A[(DATA_WIDTH-1)]==1'b1 && port_B[(DATA_WIDTH-1)]==1'b1)? 1'b1 : 1'b0;
assign zero_flag = (result==0)? 1'b1 : 1'b0;
endmodule 
module top_moduleAlu#(parameter DATA_WIDTH = 8)(
	input clk_top,
	input [2:0] opcode_top,
	input [(DATA_WIDTH-1) : 0] portA_top,
	input [(DATA_WIDTH-1) : 0] portB_top,
	output [(DATA_WIDTH*2)-1 : 0] out_top,
	output [(DATA_WIDTH) : 0] result_sum_top,
	output [(DATA_WIDTH) : 0] result_res_top,
	output [(DATA_WIDTH*2)-1 : 0] result_pro_top,
	output [(DATA_WIDTH-1) : 0] result_and_top,
	output [(DATA_WIDTH-1) : 0] result_or_top,
	output [(DATA_WIDTH-1) : 0] result_nand_top,
	output [(DATA_WIDTH-1) : 0] result_nor_top,
	output [(DATA_WIDTH-1) : 0] result_xor_top,
	output carry_flag_sum_top,
	output zero_flag_sum_top,
	output zero_flag_res_top,
	output zero_flag_pro_top,
	output zero_flag_and_top,
	output zero_flag_or_top,
	output zero_flag_nand_top,
	output zero_flag_nor_top,
	output zero_flag_xor_top,
	output carry_flag_top,
	output zero_flag_top
);
sum #( .DATA_WIDTH(DATA_WIDTH)) sum_dut( 
	.port_A	(portA_top),
	.port_B	(portB_top),
	.result	(result_sum_top),
	.carry_flag(carry_flag_sum_top),
	.zero_flag (zero_flag_sum_top)
);
rest #( .DATA_WIDTH(DATA_WIDTH)) rest_dut(
	.port_A	(portA_top),
	.port_B	(portB_top),
	.result	(result_res_top),
	.zero_flag (zero_flag_res_top)
);
prod #( .DATA_WIDTH(DATA_WIDTH)) prod_dut(
	.port_A	(portA_top),
	.port_B	(portB_top),
	.result	(result_pro_top),
	.zero_flag (zero_flag_pro_top)
);
and_oper #( .DATA_WIDTH(DATA_WIDTH)) and_dut(
	.port_A	(portA_top),
	.port_B	(portB_top),
	.result	(result_and_top),
	.zero_flag (zero_flag_and_top)
);
or_oper #( .DATA_WIDTH(DATA_WIDTH)) or_dut(
	.port_A	(portA_top),
	.port_B	(portB_top),
	.result	(result_or_top),
	.zero_flag (zero_flag_or_top)
);
nand_oper #( .DATA_WIDTH(DATA_WIDTH)) nand_dut(
	.port_A	(portA_top),
	.port_B	(portB_top),
	.result	(result_nand_top),
	.zero_flag (zero_flag_nand_top)
);
nor_oper #(	.DATA_WIDTH(DATA_WIDTH)) nor_dut(
	.port_A	(portA_top),
	.port_B	(portB_top),
	.result	(result_nor_top),
	.zero_flag (zero_flag_nor_top)
);
xor_oper #( .DATA_WIDTH(DATA_WIDTH)) xor_dut(
	.port_A	(portA_top),
	.port_B	(portB_top),
	.result	(result_xor_top),
	.zero_flag (zero_flag_xor_top)
);
controlador#( .DATA_WIDTH(DATA_WIDTH)) cont_dut(
	.clk				(clk_top),
	.opcode			(opcode_top),
	.result_sum		(result_sum_top),
	.result_res		(result_res_top),
	.result_pro		(result_pro_top),
	.result_and		(result_and_top),
	.result_or		(result_or_top),
	.result_nand	(result_nand_top),
	.result_nor		(result_nor_top),
	.result_xor		(result_xor_top),
	.data				(out_top)
);
flags flag_dut(
	.clk					(clk_top),
	.opcode				(opcode_top),
	.carry_flag_sum	(carry_flag_sum_top),
	.zero_flag_sum		(zero_flag_sum_top),
	.zero_flag_res		(zero_flag_res_top),
	.zero_flag_pro		(zero_flag_pro_top),
	.zero_flag_and		(zero_flag_and_top),
	.zero_flag_or		(zero_flag_or_top),
	.zero_flag_nand	(zero_flag_nand_top),
	.zero_flag_nor		(zero_flag_nor_top),
	.zero_flag_xor		(zero_flag_xor_top),
	.carry_flag			(carry_flag_top),
	.zero_flag			(zero_flag_top)
);
endmodule
module xor_oper #(parameter DATA_WIDTH = 8)(
	input [(DATA_WIDTH-1) : 0] port_A,
	input [(DATA_WIDTH-1) : 0] port_B,
	output [(DATA_WIDTH-1) : 0] result,
	output zero_flag
);
assign result = port_A ^ port_B;
assign zero_flag = (result==0)? 1'b1 : 1'b0;
endmodule
[./config.mk]
export PLATFORM = sky130hd
export DESIGN_NAME = top_moduleAlu
export DESIGN_NICKNAME = top_moduleAlu
export VERILOG_FILES = /design/flow/design.v
export SDC_FILE = /design/flow/constraint.sdc
export NUM_CORES = 4
export LEC_CHECK = 1
export CORE_UTILIZATION = 30
[./run.sh]
#!/bin/bash
# OpenROAD 26Q1-2900-gdf79404cd8, Yosys 0.63+post, stock flow scripts
make -C /OpenROAD-flow-scripts/flow DESIGN_CONFIG=/design/flow/config.mk WORK_HOME=/design/flow/orfs finish
==> reports/metrics.cfg <==
[synthesis]
synth_cell_type_count=56
synth-seq-area-share=0.0798
synth_area_um2=4510
yosys.cell_count.top_type=sky130_fd_sc_hd__inv_1
max_area_cell_share=0.253
synthesis.instances=592
enable_flop_cells=0
warnings_from_yosys=2
yosys_cells=592
yosys-stat-area_um2=4510
synth-seq-cells=18
asyncSetResetFlopFracSynth=0
synth_area_leader_cell=sky130_fd_sc_hd__fa_1
netlist_top_cells_area=sky130_fd_sc_hd__fa_1 (25%), sky130_fd_sc_hd__ha_1 (15%), sky130_fd_sc_hd__inv_1 (11%)
synth_cell_count_leaders=sky130_fd_sc_hd__inv_1 (132), sky130_fd_sc_hd__nor2_1 (71), sky130_fd_sc_hd__fa_1 (57)
postSynthAreaPerCell_um2=7.62
synth-main-ff-cell=sky130_fd_sc_hd__dfxtp_1

[timing]
max_clock_freq_mhz=115
setup-violations-final=0
max_slew.worst_pin.slew_ps=671
grt_setup_unrepaired=true
time_the_final_worst_path_needs_with_i_o_delays_and_setup_ps=8730
sum_of_negative_setup_slack_ps=0
timing_hold_violations_final=0
layout_worst_path_cycle_share=0.981
slew_headroom=0.551
final-max-slew-violation-count=0

[placed_design]
globalplace.congestion=0.906
dp.final_hpwl_um=13000
buffer_ports.inserted=120

[power_and_ir_drop]
cellLeakagePower_uw=0.00295
pwr_total_uw=1410
power_density_nw_per_um2=227
worst_ir_drop_vdd_mv=0.138

[cts]
num_cts_buffers=3
cts_tree=done
clockBufferDepth=2
ctsHtreeMaxLevel=1
clock_sinks=18
clockRootBuffer=sky130_fd_sc_hd__clkbuf_16
path_clk_slew_ps=60
cts_hold_repair.buffers=0

[grt]
grt.total_usage=0.205
first_global_vias=4610
grt_start_max_net_pins=26
overflow=0
grt_first_pass_wirelength_um=24300
grt_antenna_before_repair=0

[finish]
post_route_cells_drive_above_1_share=0.0755
fill_cells=1411
synthToLayoutAreaGrowth_pct=37.8

[routing]
first_pass_iters=5
wl_per_cell_um=16.5
drt_wl_total_um=15000
drt_drc_violations_left=0
drt_iter0_drc=301
drt-vias-per-instance=4.94
routed-via-count=4509
antenna-diode-count=0
ant_nets=0

[setup_path]
start_kind=primary input
timing_worst_setup_path_type=in2out
end_kind=output pin
crit_path_max_incr_delay_ps=580
path_cells=clkdlybuf4s50_1, ha_1, inv_1, fa_1, inv_1, fa_1, fa_1, inv_1, fa_1, inv_1, ha_1, nor3_1, o21ai_0, a21oi_1, o21bai_1, a21oi_1, xor2_1, nand4b_1, nor2_1, clkdlybuf4s50_1
slowest_stage_cell_cp=sky130_fd_sc_hd__clkdlybuf4s50_1
worst_ep_required_time_ps=7120
worst_ep_arrival_time_ps=6950
path_max_fanout=4

[die]
ioPinCount=121
core_area_um2=14600
die_height_um=125
chip_width_um=125
initCoreUtil=0.309
chip_area_um2=15500
placementRows=44

[flow_run]
log.warning_count=43
timing.max_cap.violations=0

[outcome]
status=finished clean

[hold_path]
worstHoldStart=opcode_top[0]
min_path_type=in2reg
min_path_cells=4
worstHoldEndpoint=cont_dut.data[7]$_DFF_P_

sequential cells by signal (all words and copies together), names as in the netlist:
| name | cells |
|---|---|
| flag_dut.zero_flag | 1 |
| cont_dut.data | 16 |
| flag_dut.carry_flag | 1 |
cell families after synthesis:
kind of cell	synth area share
XOR/XNOR	0.0563
buffers and inverters	0.138
AND/OR/NAND/NOR	0.167
adder cells (fa/ha/maj)	0.403
AND-OR/OR-AND	0.145
flip-flops	0.0798
multiplexers	0.0114
layout make-up:
cell class / count / area [um2] / share of cell area
Clock buffer: 4 / 88.8 / 0.0143
Tap cell: 184 / 230 / 0.0370
Multi-Input combinational cell: 416 / 3550 / 0.572
Inverter: 135 / 510 / 0.0821
Timing Repair Buffer: 155 / 1470 / 0.237
Sequential cell: 18 / 360 / 0.0579
what timing repair did:
item | CTS | global route
setup endpoints to repair | 0 | 3
hold endpoints to repair | 0 | 0
buffers inserted | 0 | 2
gates resized | 0 | 12
cell usage in the layout (no fill, tap or decap), drive strengths merged, types with 3 or more instances in the layout:
cell	instances
inv	132
clkdlybuf4s50	116
nor2	71
fa	57
ha	54
nand2	48
o21ai	39
buf	35
a21oi	25
xnor2	21
dfxtp	18
nor3	13
xor2	8
nor4	8
o21bai	6
nand4	5
a211oi	5
nand3	4
mux2i	4
o22ai	4
dlymetal6s2s	4
clkbuf	4
nor2b	3
or3	3
and3	3
through the flow:
step / hold WS, ps / utilization / cells / setup WS (ps) / instance area [um2]
floorplan: 2040 / - / 592 / 1390 / 4510
global placement: 2440 / 0.416 / 906 / 145 / 6070
detailed placement: 2440 / 0.416 / 906 / 98.5 / 6070
CTS: 2360 / 0.422 / 910 / 72.2 / 6160
global route: 2400 / 0.426 / 912 / -101 / 6220
finish: 2350 / 0.426 / 912 / 173 / 6220
routing by layer:
metal | global-route usage | share of wire | vias to the layer above
li1 | - | - | 2145
met2 | 0.347 | 0.48 | 213
met3 | 0.0385 | 0.082 | 26
met1 | 0.280 | 0.42 | 2125
met4 | 0.0326 | 0.018 | 0
met5 | 0 | 0 | -
worst max-delay path by stage:
stage	slack, ps	start	to	cells past startpoint
4_1_cts	70	portA_top[3]	zero_flag_pro_top	21
5_1_grt	-100	portB_top[1]	zero_flag_pro_top	20
6_report	170	portA_top[4]	zero_flag_pro_top	20
worst max-delay path: cells and delay by family:
| kind | cells | cell delay (ps) |
|---|---|---|
| adder cells (fa/ha/maj) | 6 | 2510 |
| AND-OR/OR-AND | 4 | 610 |
| buffers and inverters | 6 | 1300 |
| AND/OR/NAND/NOR | 3 | 520 |
| XOR/XNOR | 1 | 220 |
power breakdown:
part / switching (uW) / internal (uW) / leakage [uW] / total (uW)
registers: 5.59 / 101 / 0.000150 / 107
logic: 561 / 639 / 0.00276 / 1200
clock network: 35.3 / 68.6 / 0.0000442 / 104
total: 601 / 809 / 0.00295 / 1410
Power and IR drop assume default switching activity.
